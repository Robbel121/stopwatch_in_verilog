<file path="flow/design.v">
`timescale 1ns / 1ps
module TenHzEnable(
    input clk,
    input rst,
    output tenHzClk
    );
    reg [22:0] counter = 0;
    reg clkOutreg = 0;
    always@(posedge clk or posedge rst) 
    begin
        if(rst) begin
            counter <= 0;
            clkOutreg <= 0;
        end
        else 
            if(counter == 4999999) begin
                counter <= 0;
                clkOutreg <= ~clkOutreg;
            end 
            else 
                counter <= counter + 1;
        end
    assign tenHzClk = clkOutreg;
endmodule
`timescale 1ns / 1ps
module digits(
    input tenHzClk,
    input rst,
    output reg [3:0] ones,
    output reg [3:0] tens,
    output reg [3:0] hundreds,
    output reg [3:0] thousands,
    output reg [3:0] tenthousands,
    output reg [3:0] hundredthousands,
    output reg [3:0] millions,
    output reg [3:0] tenmillions
    );
    always@(posedge tenHzClk or posedge rst)
        if(rst)
            ones <= 0;
        else 
            if(ones == 9)
                ones <= 0;
            else
                ones <= ones + 1;
    always@(posedge tenHzClk or posedge rst)
        if(rst)
            tens <= 0;
        else 
            if(ones == 9)
                if(tens == 9)
                    tens <= 0;
                else
                    tens <= tens + 1;
    always@(posedge tenHzClk or posedge rst)
        if(rst)
            hundreds <= 0;
        else 
            if(tens == 9 && ones == 9)
                if(hundreds == 9)
                    hundreds <= 0;
                else
                    hundreds <= hundreds + 1;
    always@(posedge tenHzClk or posedge rst)
        if(rst)
            thousands <= 0;
        else 
            if(hundreds == 9 && tens == 9 && ones == 9)
                if(thousands == 9)
                    thousands <= 0;
                else
                    thousands <= thousands + 1;
     always@(posedge tenHzClk or posedge rst)              
         if(rst)                                
             tenthousands <= 0;                    
         else                                   
             if(hundreds == 9 && tens == 9 && ones == 9 && thousands == 9)
                 if(tenthousands == 9)             
                     tenthousands <= 0;            
                 else                           
                     tenthousands <= tenthousands + 1;
    always@(posedge tenHzClk or posedge rst)              
         if(rst)                                
             hundredthousands <= 0;                    
         else                                   
             if(hundreds == 9 && tens == 9 && ones == 9 && thousands == 9 && tenthousands == 9)
                 if(hundredthousands == 9)             
                     hundredthousands <= 0;            
                 else                           
                     hundredthousands <= hundredthousands + 1;
    always@(posedge tenHzClk or posedge rst)              
         if(rst)                                
             millions <= 0;                    
         else                                   
             if(hundreds == 9 && tens == 9 && ones == 9 && thousands == 9 && tenthousands == 9 && hundredthousands == 9)
                 if(millions == 9)             
                     millions <= 0;            
                 else                           
                     millions <= millions + 1;
    always@(posedge tenHzClk or posedge rst)              
         if(rst)                                
             tenmillions <= 0;                    
         else                                   
             if(hundreds == 9 && tens == 9 && ones == 9 && thousands == 9 && tenthousands == 9 && hundredthousands == 9 && millions == 9)
                 if(tenmillions == 9)             
                     tenmillions <= 0;            
                 else                           
                     tenmillions <= tenmillions + 1;
endmodule
`timescale 1ns / 1ps
module sevenSegControl(
    input clk,
    input rst,
    input [3:0] ones,
    input [3:0] tens,
    input [3:0] hundreds,
    input [3:0] thousands,
    input [3:0] tenthousands,
    input [3:0] hundredthousands,
    input [3:0] millions,
    input [3:0] tenmillions,
    output reg [0:6] seg,
    output reg [7:0] digit
    );
    parameter zero = 7'b000_0001;
    parameter one = 7'b100_1111;
    parameter two = 7'b001_0010;
    parameter three =  7'b000_0110;
    parameter four = 7'b100_1100;
    parameter five = 7'b010_0100;
    parameter six = 7'b010_0000;
    parameter seven = 7'b000_1111;
    parameter eight = 7'b000_0000;
    parameter nine = 7'b000_0100;
    reg [3:0] digitSelect;
    reg [16:0] digitTimer;
    always@(posedge clk or posedge rst)begin
        if(rst)begin
            digitSelect <= 0;
            digitTimer <= 0;
        end
        else
            if(digitTimer == 99999)begin
                digitTimer <= 0;
                digitSelect <= digitSelect + 1;
            end
            else
                digitTimer <= digitTimer + 1;
    end
    always @(digitSelect)begin
        case(digitSelect)
            3'b000 : digit = 8'b11111110;
            3'b001 : digit = 8'b11111101;
            3'b010 : digit = 8'b11111011;
            3'b011 : digit = 8'b11110111;
            3'b100 : digit = 8'b11101111;
            3'b101 : digit = 8'b11011111;
            3'b110 : digit = 8'b10111111;
            3'b111 : digit = 8'b01111111;   
        endcase
    end
    always @ *
        begin
             case(digitSelect)
                3'b000 : begin
                            case(ones)
                                4'b0000 : seg = zero;
                                4'b0001 : seg = one;
                                4'b0010 : seg = two;
                                4'b0011 : seg = three;
                                4'b0100 : seg = four;
                                4'b0101 : seg = five;
                                4'b0110 : seg = six;    
                                4'b0111 : seg = seven;
                                4'b1000 : seg = eight;
                                4'b1001 : seg = nine;
                             endcase
                        end
                3'b001 : begin                                  
                            case(tens)                 
                                4'b0000 : seg = zero;  
                                4'b0001 : seg = one;   
                                4'b0010 : seg = two;   
                                4'b0011 : seg = three; 
                                4'b0100 : seg = four;  
                                4'b0101 : seg = five;  
                                4'b0110 : seg = six;   
                                4'b0111 : seg = seven; 
                                4'b1000 : seg = eight; 
                                4'b1001 : seg = nine;  
                             endcase                   
                        end                            
                3'b010 : begin                          
                            case(hundreds)                 
                                4'b0000 : seg = zero;  
                                4'b0001 : seg = one;   
                                4'b0010 : seg = two;   
                                4'b0011 : seg = three; 
                                4'b0100 : seg = four;  
                                4'b0101 : seg = five;  
                                4'b0110 : seg = six;   
                                4'b0111 : seg = seven; 
                                4'b1000 : seg = eight; 
                                4'b1001 : seg = nine;  
                             endcase                   
                        end                            
                3'b011 : begin                          
                            case(thousands)                 
                                4'b0000 : seg = zero;  
                                4'b0001 : seg = one;   
                                4'b0010 : seg = two;   
                                4'b0011 : seg = three; 
                                4'b0100 : seg = four;  
                                4'b0101 : seg = five;  
                                4'b0110 : seg = six;   
                                4'b0111 : seg = seven; 
                                4'b1000 : seg = eight; 
                                4'b1001 : seg = nine;  
                             endcase                   
                        end
                 3'b100 : begin                          
                            case(tenthousands)                 
                                4'b0000 : seg = zero;  
                                4'b0001 : seg = one;   
                                4'b0010 : seg = two;   
                                4'b0011 : seg = three; 
                                4'b0100 : seg = four;  
                                4'b0101 : seg = five;  
                                4'b0110 : seg = six;   
                                4'b0111 : seg = seven; 
                                4'b1000 : seg = eight; 
                                4'b1001 : seg = nine;  
                             endcase                   
                        end
                 3'b101 : begin                          
                            case(hundredthousands)                 
                                4'b0000 : seg = zero;  
                                4'b0001 : seg = one;   
                                4'b0010 : seg = two;   
                                4'b0011 : seg = three; 
                                4'b0100 : seg = four;  
                                4'b0101 : seg = five;  
                                4'b0110 : seg = six;   
                                4'b0111 : seg = seven; 
                                4'b1000 : seg = eight; 
                                4'b1001 : seg = nine;  
                             endcase                   
                        end
                  3'b110 : begin                          
                            case(millions)                 
                                4'b0000 : seg = zero;  
                                4'b0001 : seg = one;   
                                4'b0010 : seg = two;   
                                4'b0011 : seg = three; 
                                4'b0100 : seg = four;  
                                4'b0101 : seg = five;  
                                4'b0110 : seg = six;   
                                4'b0111 : seg = seven; 
                                4'b1000 : seg = eight; 
                                4'b1001 : seg = nine;  
                             endcase                   
                        end
                  3'b111 : begin                          
                            case(tenmillions)                 
                                4'b0000 : seg = zero;  
                                4'b0001 : seg = one;   
                                4'b0010 : seg = two;   
                                4'b0011 : seg = three; 
                                4'b0100 : seg = four;  
                                4'b0101 : seg = five;  
                                4'b0110 : seg = six;   
                                4'b0111 : seg = seven; 
                                4'b1000 : seg = eight; 
                                4'b1001 : seg = nine;  
                             endcase                   
                        end
                 endcase
          end
endmodule                            
`timescale 1ns / 1ps
module top(
    input clk,
    input rst,
    output [0:6] seg,
    output [7:0] digit
    );
    wire tenhzclk;
    wire [7:0] w1s, w10s, w100s, w1000s;
    TenHzEnable hzten(.clk(clk), .rst(rst), .tenHzClk(tenhzclk));
    digits dig(.tenHzClk(tenhzclk), .rst(rst), .ones(w1s), .tens(w10s), .hundreds(w100s),.thousands(w1000s));
    sevenSegControl control(.clk(clk), .rst(rst),.ones(w1s), .tens(w10s), .hundreds(w100s),.thousands(w1000s), . seg(seg), .digit(digit) );
endmodule
</file>
<file path="flow/run.sh">
#!/bin/bash
# OpenROAD 26Q1-2900-gdf79404cd8, Yosys 0.63+post, stock flow scripts
make -C /OpenROAD-flow-scripts/flow DESIGN_CONFIG=/design/flow/config.mk WORK_HOME=/design/flow/orfs finish
</file>
<file path="flow/config.mk">
export PLATFORM = sky130hd
export DESIGN_NAME = top
export DESIGN_NICKNAME = top
export VERILOG_FILES = /design/flow/design.v
export SDC_FILE = /design/flow/constraint.sdc
export NUM_CORES = 4
export LEC_CHECK = 1
export CORE_UTILIZATION = 40
</file>
<file path="flow/constraint.sdc">
current_design top

set clk_period 3.2
set clk_io_pct 0.2

create_clock -name clk0 -period $clk_period [get_ports {clk}]

set non_clock_inputs [all_inputs -no_clocks]
set_input_delay [expr $clk_period * $clk_io_pct] -clock clk0 $non_clock_inputs
set_output_delay [expr $clk_period * $clk_io_pct] -clock clk0 [all_outputs]
</file>
==> flow_summary.yaml <==
# yosys + openroad results
outcome:
  outcome: "completed"
final_timing:
  hold_violations: 0
  period_needed_ps: 2020
  finalSetupViolCount: 0
  maxSlewHeadroom: 0.523
  holdWs_ps: 495
  slew_viol_final: 0
  rsz0062_at_grt: "false"
  worst-slew-pin-transition_ps: 706
  unclocked_regs: 31
  untimed_endpoints: 46
  fin_crit_sh: 0.632
  fin_tns_setup_ps: 0
  fmax_mhz: 495
  clock_skew_ps: 6.80
placed_design:
  placed_cells: 547
  dp_hpwl_mm: 5.25
  port_buffers: 16
  gp_congestion: 0.873
drt:
  wl_mm: 7.33
  drt_iter0_drc: 76
  ant_nets: 0
  drc: 0
  viasPerCell: 5.18
  antennaDiodeCount: 0
  drtPass1Iterations: 4
  wl_per_cell_um: 13.2
  vias: 2876
power:
  power_density_nw_per_um2: 214
  power.leakage_nw: 1.88
  switchingPower_mw: 0.206
  switching_share: 0.222
  ir_drop_mv: 0.233
  seqPwrFrac: 0.611
  pwr-share-clk: 0.369
  pwr-share-comb: 0.020
  power.internal_mw: 0.722
  fin_total_pwr_mw: 0.929
critical_path:
  setup.worst_path.end: "hzten.counter[1]$_DFF_PP0_"
  crit_path_start: "hzten.counter[10]$_DFF_PP0_"
  cp_max_fo: 13
  critical_path_class: "reg2reg"
  worst-r2r-cell-count: 4
  crit_required_ps: 3390
  reg2reg_to: "hzten.counter[1]$_DFF_PP0_"
  regToRegSetupSlack_ps: 1180
  endpoint_kind: "flip-flop"
  cp-start-kind: "flip-flop"
  r2r_start: "hzten.counter[10]$_DFF_PP0_"
  crit_arrival_ps: 2210
yosys:
  netlist_instances: 418
  yosys_area_um2: 4010
  ys_sh_mux: 0.00531
  synthFlopType: "dfrtp_1"
  edf_count: 0
  async_flop_share: 0.803
  simple_gate_share: 0.291
  fa_ha_area_frac: 0.0237
  yosys_warnings: 27
  logic_family: "simple AND/OR/NAND/NOR gates"
  ys_cells: 418
  avgSynthCellArea_um2: 9.59
  synth-compound-area-share: 0.0946
  ys_ff: 76
  synth_cell_types: 66
  netlist_area_um2: 4010
  synthXorXnorAreaFrac: 0.109
cells_and_area:
  instances_no_fill: 555
  layout-drive-gt1-share: 0.0782
  syn_to_final_growth_pct: 8.11
clock_tree:
  clockBufferDepth: 2
  clk_pin_slew_ps: 80
  hold_buffers: 0
  numCtsBuffers: 5
  cts-root-buf: "clkbuf_8"
  clk_latency_ps: 290
  postCtsSetupRepairBufs: 0
  cts_tree: "done"
  cts_resized: 0
  h-tree-depth: 2
floorplanning:
  floorplan.core_util: 0.412
  die_area_um2: 10400
  fp.dieW_um: 102
  ios: 17
  core-area_um2: 9730
  row_count: 36
  die_h_um: 102
run:
  max_cap_viol_count: 0
  warning_count: 28
grt:
  grt_pass1_wl_mm: 12.7
  antenna_found_initial: 0
  grt.total_usage: 0.155
  overflow: 0
  grt_pass1_vias: 2677
  grt_max_degree: 62
worst_hold_path:
  min_path_type: "reg2reg"
  min_from: "hzten.counter[17]$_DFF_PP0_"
[layout by cell type, fill, tap and decap left out, drive strengths merged, types with 15 or more instances in the layout]
| master | netlist | final |
|---|---|---|
| nand2 | 30 | 30 |
| xnor2 | 34 | 34 |
| clkdlybuf4s50 | 0 | 16 |
| nor2 | 42 | 42 |
| xor2 | 15 | 15 |
| dfrtp | 61 | 61 |
| nand3 | 25 | 25 |
| a21oi | 16 | 16 |
| dlxtn | 15 | 15 |
[layer usage]
metal | track usage | part of all wire
met3 | 0.0167 | 0.018
met4 | 0.0242 | 0.015
met1 | 0.252 | 0.52
met5 | 0 | 0
met2 | 0.235 | 0.45
[kinds of logic after synthesis]
logic type	after synthesis
multiplexers	2
adder cells (fa/ha/maj)	8
AND/OR/NAND/NOR	191
flip-flops	61
buffers and inverters	35
AND-OR/OR-AND	57
latches	15
XOR/XNOR	49
[state kept, by name (all words and copies together) (netlist names)]
name and cells:
control.seg 7, dig.hundreds 4, hzten.counter 23, control.digitSelect 4, dig.thousands 4, dig.tens 4
hzten.clkOutreg 1, dig.ones 4, control.digit 8, control.digitTimer 17
[how the worst min path moves through the flow]
stage	to	cells after the start	slack, ps
after CTS	control.digitTimer[12]$_DFF_PP0_	1	500
final	hzten.counter[17]$_DFF_PP0_	1	490
after global routing	hzten.counter[17]$_DFF_PP0_	1	520
[final cells by class]
cell class / count / area [µm²]
Tap cell: 133 / 166
Multi-Input combinational cell: 307 / 2100
Clock inverter: 3 / 17.5
Inverter: 14 / 52.6
Sequential cell: 76 / 1750
Timing Repair Buffer: 17 / 180
Clock buffer: 5 / 68.8
Fill cell: 940 / 5400
[power by group through the flow]
stage / combinational, mW / clock [mW] / sequential [mW]
final: 0.0186 / 0.342 / 0.568
after global routing: 0.0227 / 0.385 / 0.568
after CTS: 0.0205 / 0.359 / 0.568
[worst max-delay path, stage by stage, from the launching register on]
cell and delay [ps]:
dfrtp_1 440, nor4b_1 430, nand3_1 200, nor3_4 590, and2b_1 250
[cells in the mapped netlist (all sizes together), types with 2 or more instances]
master | number | share of area
nor4 | 7 | 0.024
or3 | 3 | 0.0047
maj3 | 2 | 0.0050
o21ai | 12 | 0.015
o211ai | 2 | 0.0037
clkbuf | 10 | 0.010
nor2b | 9 | 0.014
a31oi | 2 | 0.0031
o2bb2ai | 2 | 0.0044
nor4bb | 3 | 0.0075
a21o | 4 | 0.0075
nand2 | 30 | 0.030
inv | 14 | 0.013
o22ai | 2 | 0.0031
xnor2 | 34 | 0.074
nand4b | 2 | 0.0044
dlxtn | 15 | 0.056
buf | 11 | 0.017
and4 | 8 | 0.018
xor2 | 15 | 0.035
nand3b | 2 | 0.0037
and2b | 2 | 0.0037
nor4b | 5 | 0.011
nand4 | 14 | 0.029
and3 | 5 | 0.0081
dfrtp | 61 | 0.38
and2 | 2 | 0.0031
a211o | 2 | 0.0044
nor2 | 42 | 0.043
o311ai | 2 | 0.0044
ha | 6 | 0.019
a21oi | 16 | 0.020
a211oi | 2 | 0.0037
nand3 | 25 | 0.031
o21bai | 2 | 0.0037
and4bb | 2 | 0.0062
a32oi | 2 | 0.0044
nand2b | 11 | 0.017
nor3 | 14 | 0.020
[metrics by stage]
stage | utilization | setup WS (ps) | cell area, µm²
4_1_cts | 0.445 | 1190 | 4330
6_report | 0.445 | 1180 | 4330
3_3_place_gp | 0.437 | 1290 | 4250
5_1_grt | 0.445 | 1090 | 4330
2_1_floorplan | - | 1050 | 4010
3_5_place_dp | 0.437 | 1220 | 4250
No activity file was given, so power comes from the tool's default toggle rates.
